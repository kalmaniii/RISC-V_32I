==> flow/config.mk <==
export PLATFORM = sky130hd
export DESIGN_NAME = ProgramCounter
export DESIGN_NICKNAME = ProgramCounter
export VERILOG_FILES = /design/flow/design.v
export SDC_FILE = /design/flow/constraint.sdc
export NUM_CORES = 4
export LEC_CHECK = 1
export CORE_UTILIZATION = 40
==> flow/constraint.sdc <==
current_design ProgramCounter

set clk_period 8.2
set clk_io_pct 0.2

create_clock -name clk0 -period $clk_period [get_ports {clk}]

set non_clock_inputs [all_inputs -no_clocks]
set_input_delay [expr $clk_period * $clk_io_pct] -clock clk0 $non_clock_inputs
set_output_delay [expr $clk_period * $clk_io_pct] -clock clk0 [all_outputs]
==> flow/design.v <==
`timescale 1ns / 1ps
module ProgramCounter(
    input wire logic clk,
    input wire logic rst_n,
    input var logic branch_taken,
    input var logic is_jal_instruction,
    input var logic is_jalr_instruction,
    input var logic [31:0] jalr_address,
    input var logic [31:0] branch_address,
    output var logic [31:0] pc
);
    always @(posedge clk, negedge rst_n) begin
        if (!rst_n) pc <= 0;
        else begin
            if (branch_taken || is_jal_instruction) pc <= pc + (branch_address << 1);
            else if (is_jalr_instruction) pc <= jalr_address;
            else pc <= pc + 4;
        end
    end
endmodule
==> flow/run.sh <==
#!/bin/bash
# OpenROAD 26Q1-2900-gdf79404cd8, Yosys 0.63+post, stock flow scripts
make -C /OpenROAD-flow-scripts/flow DESIGN_CONFIG=/design/flow/config.mk WORK_HOME=/design/flow/orfs finish
==> results.txt <==
Status on the layout run. Before CTS, the worst setup slack after placement is 3.67 ns. Layout overhead on the synthesized area landed at 33.1%. According to the timing report, the arrival time at the worst endpoint equals 4.42 ns. Number of synthesized register bits landed at 32. Share of total power in combinational logic landed at 68.1%. From left edge to right edge, the die measures 96.4 um. After detailed routing, the total wire length is approximately 11000 um. Number of buffers inserted to repair setup after CTS landed at 0.

Detailed-placement wirelength estimate landed at between 8000 and 9000 um. Per the hold report, the tightest min-delay path originates at pc[0]. The worst VDD IR drop from the latest analysis is between 100 and 150 uV. For the worst setup path, the data required time is 8.36 ns. The detail route stage leaves a number of antenna-violating nets equal to 0. The floorplan step defined a die boundary enclosing slightly above 9000 um2.

Number of clock sinks landed at 32. Cell internal power dissipation landed at 0.869 mW. Cell area after technology mapping landed at about 3600 um2. Global-route wire length before repair landed at about 17000 um.

pc holds more flip-flops than any other register. Number of flip-flops in the largest register landed at 32. The pin closest to its max-slew limit shows a slew of about 0.75 ns. The first TritonRoute pass finished after 5 iterations. The final route contains 3709 vias.

Post-synthesis instance total landed at 453. Net switching power landed at between 0.7 and 0.8 mW. Final core area utilization landed at 54.7%. Number of warning messages in the yosys log landed at 1.

CTS built an H-tree with a depth of 2. Post-layout total power landed at 1.60 mW. Post-synthesis, Yosys gives the total cell area as 3570 um2.

The smallest clock period supported by the final layout is computed as 4.26 ns. TritonCTS built the clock tree. Least setup slack across all paths after layout landed at 3.94 ns. Before placement the cells fill 41.1% of the core.

By instance count after routing, the leading logic cell types are 98 x clkdlybuf4s50_1, 38 x nand2_1, 37 x a21oi_1. Part of the total power dissipated in sequential elements landed at 23.8%. The number of global-route vias before repair came to between 3000 and 4000.

Hold violation total from the final report landed at 0. In the final routed layout, each cell accounts on average for 16.8 um. CTS placed an instance of clkbuf_8 at the clock tree root. Buffer levels on the longest clock path landed at 2. The count of buffers added on input and output ports is 99. Count of boundary I/O pins landed at 101. Worst relative slew slack landed at 49.6%.

Largest net degree at the start of global routing landed at 49. Post-route DRC violation count landed at 0. The most used flip-flop cell after synthesis is dfrtp_1. Setup repair after global routing left no endpoint under its margin. For this design, Yosys synthesis ends with a cell count of about 450. The worst setup path is of the in2reg kind. Iteration-0 DRC count of the detailed router landed at 157.

Per the post-CTS timing run, clock transition at the registers of the reported paths is 0.08 ns. Portion of the clock cycle consumed by the worst path in the final layout landed at 51.9%. In this run the worst setup path begins at branch_address[13].

CTS buffer count landed at 5. For this run, the register share of the synthesized area comes to about 22%. For the worst flop-to-flop path, the logic depth is 9. The die is ~96 um tall. The worst setup path is captured at a register.

Post-cts resize count landed at 0. Initial antenna violation count landed at 0. Per the timing report, the biggest fanout along the worst path comes to 5. The number of maximum-capacitance violations recorded for the run is 0. The worst hold path belongs to the class reg2reg. Global routing finished with a remaining overflow of 0.

Worst hold path stage count landed at 1. The run finished with clean final reports. Post-route worst hold slack landed at a little over 0.5 ns. The clock arrives with 0.00957 ns of skew. The final timing report counts setup violations totalling 0. Counting flops with an async set or reset pin after synthesis yields a share of 100%. Core region area landed at slightly below 9000 um2. Number of distinct library cells after synthesis landed at 55. Per the final report, max-transition violations number 0. Mean post-synth cell area landed at between 7 and 8 um2. The largest registers in the layout are pc x32. The post-synth count of flops with an enable pin is 0. Per the breakdown, switching nets consume 45.6% of all power. At the end of routability-driven placement, the weighted congestion stood at between 0.9 and 1. STA classifies the critical path startpoint as an input port. Timing would allow up to 0.235 GHz. Power per unit of standard cell area landed at 337 nW/um2.

The share of total power dissipated in the clock network is under 10%. Count of hold buffers inserted by post-cts repair landed at 0. For this run, the total global-route usage over all layers was measured as 24.5%. Cells with a size suffix above 1 make up 5.30% of the layout. For the worst-skew pair, the clock arrives at the later sink with an insertion delay of between 0.2 and 0.3 ns. Per the detail_route report, vias per standard cell equal 5.66. Sum of negative setup slack landed at 0 ns.

STA lists the startpoint of the worst register-to-register path as pc[14]. The top cell type in the final layout, fill and taps aside, is clkdlybuf4s50_1. For this run, the script counts the antenna cells in the layout as 0. The stage logs contain a warning count of 26. Site row count landed at 34. Total leakage power landed at between 1.5 and 2 nW.
metrics by stage:
step	area, um2	instances
finish	4750	655
global route	4750	655
CTS	4750	655
detailed placement	4660	647
global placement	4660	647
floorplan	3570	453
cells in the mapped netlist, drive strengths merged (4+ instances only):
| cell | count | area share [%] |
|---|---|---|
| a31oi | 4 | 0.88 |
| nand3 | 18 | 2.5 |
| and4 | 6 | 1.6 |
| xnor2 | 27 | 6.6 |
| nor2 | 36 | 3.8 |
| or3 | 4 | 0.70 |
| o211ai | 7 | 1.5 |
| buf | 5 | 0.56 |
| clkbuf | 13 | 1.4 |
| nand4 | 13 | 2.3 |
| nor3 | 10 | 1.4 |
| xor2 | 22 | 5.4 |
| inv | 9 | 0.95 |
| mux2i | 5 | 1.4 |
| o22ai | 4 | 0.70 |
| dfrtp | 32 | 22 |
| and3 | 13 | 2.4 |
| a21oi | 37 | 5.2 |
| a21o | 22 | 4.6 |
| nor2b | 4 | 0.70 |
| a211oi | 16 | 3.4 |
| ha | 31 | 11 |
| nor4 | 4 | 0.88 |
| o21ai | 35 | 4.9 |
| nand2b | 6 | 1.1 |
| nand2 | 38 | 4.0 |
kinds of logic (layout without fill, tap and decap cells):
group | Yosys count | after routing | share of synthesized area (%)
flip-flops | 32 | 32 | 22.5
AND/OR/NAND/NOR | 163 | 163 | 23.5
adder cells (fa/ha/maj) | 32 | 32 | 11.4
XOR/XNOR | 49 | 49 | 12.0
AND-OR/OR-AND | 144 | 144 | 25.9
multiplexers | 6 | 6 | 1.72
buffers and inverters | 27 | 121 | 2.88
final timing paths:
path                            endpoint  slack (ns)
worst max-delay path              pc[24]        3.94
worst min-delay path               pc[0]        0.51
worst max register to register    pc[24]        4.99
worst min register to register     pc[0]        0.51
max in group asynchronous         pc[12]        6.09
min in group asynchronous         pc[21]        1.77
power by group through the flow:
stage	clock (mW)	sequential, mW	combinational, mW
CTS	0.136	0.378	1.08
global route	0.141	0.394	1.22
finish	0.129	0.381	1.09
layout make-up:
cell class | instances | area (um2)
clock buffer | 5 | 68.8
timing repair buffer | 104 | 1020
sequential | 32 | 801
fill | 854 | 3930
tap | 108 | 135
clock inverter | 3 | 18.8
inverter | 9 | 33.8
multi-input combinational | 394 | 2670
routing by layer:
metal / global-route usage (%) / vias up / wire length (um)
met5: 0 / - / 0
met4: 3.06 / 0 / 142
met3: 2.39 / 12 / 594
met2: 37.2 / 116 / 4720
met1: 39.2 / 1706 / 5540
li1: - / 1875 / -
critical path, cell delays in order:
cell and delay (ns):
clkdlybuf4s50_1 0.41, ha_1 0.37, a21o_1 0.21, a21o_1 0.21, or3b_2 0.44, a211oi_1 0.36, nor3_1 0.16, a211oi_1 0.29
xor2_1 0.22, o22ai_1 0.10
Power is estimated from default activity; no workload was simulated.
