$ cat run.sh
#!/bin/bash
# OpenROAD 26Q1-2900-gdf79404cd8, Yosys 0.63+post, stock flow scripts
make -C /OpenROAD-flow-scripts/flow DESIGN_CONFIG=/design/flow/config.mk WORK_HOME=/design/flow/orfs finish
$ cat config.mk
export PLATFORM = sky130hd
export DESIGN_NAME = WriteBack
export DESIGN_NICKNAME = WriteBack
export VERILOG_FILES = /design/flow/design.v
export SDC_FILE = /design/flow/constraint.sdc
export NUM_CORES = 4
export LEC_CHECK = 1
export CORE_AREA = 10 10 70 70
export DIE_AREA = 0 0 80 80
$ cat constraint.sdc
current_design WriteBack

set clk_period 1.0
set clk_io_pct 0.2

create_clock -name clk0 -period $clk_period

set non_clock_inputs [all_inputs -no_clocks]
set_input_delay [expr $clk_period * $clk_io_pct] -clock clk0 $non_clock_inputs
set_output_delay [expr $clk_period * $clk_io_pct] -clock clk0 [all_outputs]
$ cat design.v
`timescale 1ns / 1ps
module WriteBack(
    input var logic mem_data_select,
    input var logic [31:0] alu_result,
    input var logic [31:0] data_result,
    output var logic [31:0] writeback_result
);
    always_comb begin
        if (mem_data_select)
            writeback_result = data_result;
        else
            writeback_result = alu_result;
    end
endmodule
==> flow_summary.toml <==
# flow metrics
[final_layout]
numSequentialCells = 0
clock_buffers = 0
layout_top_cells = "64 x dlygate4sd2_1, 32 x mux2_4, 21 x buf_6, 11 x buf_2, 4 x buf_16"
seq_area_sq_um = 0
fillCellCount = 335
final_layout_size_suffix_gt1_share_pct = 52.6
lay_top_count = "dlygate4sd2_1"
syn_to_final_growth_pct = 188

[power]
leakage_uw = 0.000852
p_per_area_nw_per_um2 = 394
vdd_drop_max_v = 0.000185
finalPower_uw = 616

[global_routing]
grt_max_degree = 10
grt_pass1_vias = 811
gr-total-overflow = 0
grt_usage_pct = 8.29
antenna_found_initial = 0
grt_pass1_wl_um = 4310

[logic_synthesis]
yosysCellCount = 36
yosysWarnings = 1
syn_area_sq_um = 544
synth_cell_type_count = 4
largest_area_cell = "mux2_4"
top_cell_area_share_pct = 82.8
ys_area_sq_um = 544
top_cells_by_area = "mux2_4 83%, buf_12 11%, mux2_2 4.1%"
synth_seq_share_pct = 0
syn_avg_cell_area_sq_um = 15.1
synth_cells = 36

[floorplanning]
io_pins = 97
coreArea_sq_um = 3420
die_h_um = 80
die-area_sq_um = 6400
fp.dieW_um = 80
fp_util_pct = 15.9
num_rows = 21

[flow_run]
warning_count = 34
max_cap_viol_count = 0

[placed_design]
port_buffers = 97
hpwl_um = 2410
place_congestion = 0.760
place_ws_ns = -0.496

[worst_setup_path]
crit_arrival_ns = 0.90
critical_path_class = "input port to primary output"
cp_cell_sequence = "buf_16 > clkbuf_16 > mux2_4 > buf_6"
critPathMaxFanout = 6
worstPathRequired_ns = 0.80
crit_path_max_incr_delay_ns = 0.30
startpoint_type = "input port"
slowest_stage = "mux2_4"
crit_path_end_kind = "primary output"

[routing]
routed_wl_um = 2920
insertedDiodeCount = 0
ant_nets = 0
dr.pass1.iters = 2
drc_errors = 0
initialDrtViolationCount = 3
routedWlPerCell_um = 16.1
dr_total_vias = 720
viasPerCell = 3.98

[timing]
setup_viol = 32
timing.slew.headroom_pct = 93.4
fin_crit_ns = 1.10
period_used_pct = 110
timing.final.ws_setup_ns = -0.101
finalHoldViolations = 0
rsz0062_at_grt = "yes"
tightest_slew_ns = 0.0992
fin_hold_ws_ns = 0.794
slew_viol_final = 0
max_freq_mhz = 908

[outcome]
violations = "setup timing"
status = "complete, but fails checks"

[clock_tree]
cts_setup_buffers = 0

[hold_path]
min_path_type = "input port to primary output"
[worst paths after layout]
| path | from | cells after the start | to | slack (ns) |
|---|---|---|---|---|
| worst min-delay path | alu_result[25] | 3 | writeback_result[25] | 0.79 |
| worst max-delay path | mem_data_select | 4 | writeback_result[26] | -0.10 |
[per-layer routing]
metal  part of all wire, %  vias to the layer above  track usage, %
met5                     0                        -               0
met3                   9.5                        2            2.50
met4                  0.72                        0           0.704
met1                    41                      323            10.5
li1                      -                      342               -
met2                    49                       53            13.9
[critical path: cells and delay by family]
family | cells | cell delay [ns]
buffers and inverters | 3 | 0.40
muxes | 1 | 0.30
[synth_stat cells]
| cell type | n |
|---|---|
| mux2_2 | 2 |
| buf_12 | 3 |
| buf_6 | 1 |
| mux2_4 | 30 |
[cell type report]
cell class                 count  area (sq um)  share of cell area [%]
timing repair buffer         103          1030                    65.6
multi-input combinational     32           480                    30.7
tap                           46          57.6                    3.68
[kinds of logic (layout without fill, tap and decap cells)]
| family | after synthesis | in the layout | synth area share (%) |
|---|---|---|---|
| buffers and inverters | 4 | 103 | 13.1 |
| multiplexers | 32 | 32 | 86.9 |
[where the power goes]
group	total [uW]	internal [uW]	switching (uW)	leakage, uW
combinational	616	478	138	0.000852
sequential	0	0	0	0
clock	0	0	0	0
total	616	478	138	0.000852
[what timing repair did]
action,in CTS,in global routing
pin swaps,0,0
cloned,3,1
resized,186,6
setup endpoints to repair,32,32
hold buffers,0,0
[per-stage QoR]
step | TNS, ns | std cells | cell area [sq um] | util (%)
global placement | -15.26 | 177 | 1540 | 45.0
global route | -3.26 | 181 | 1570 | 45.8
floorplan | 0 | 36 | 544 | -
finish | -2.64 | 181 | 1570 | 45.8
detailed placement | -15.30 | 177 | 1540 | 45.0
CTS | -2.59 | 180 | 1500 | 44.0
Power and IR drop assume default switching activity.
