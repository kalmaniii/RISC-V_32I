**flow/config.mk**
```make
export PLATFORM = sky130hd
export DESIGN_NAME = ALU
export DESIGN_NICKNAME = ALU
export VERILOG_FILES = /design/flow/design.v
export SDC_FILE = /design/flow/constraint.sdc
export NUM_CORES = 4
export LEC_CHECK = 1
export CORE_UTILIZATION = 40
```
**flow/constraint.sdc**
```tcl
current_design ALU

set clk_period 389.2
set clk_io_pct 0.2

create_clock -name clk0 -period $clk_period

set non_clock_inputs [all_inputs -no_clocks]
set_input_delay [expr $clk_period * $clk_io_pct] -clock clk0 $non_clock_inputs
set_output_delay [expr $clk_period * $clk_io_pct] -clock clk0 [all_outputs]
```
**flow/design.v**
```verilog
`timescale 1ns / 1ps
module ALU(
    input var logic [31:0] pc,
    input var logic is_branch_instruction,
    input var logic [5:0] alu_operation,
    input var logic [31:0] operand1,
    input var logic [31:0] operand2,
    output var logic [31:0] alu_result,
    output var logic branch_taken,
    output var logic [31:0] jalr_address
);
    always_comb begin
        alu_result = 0;
        branch_taken = 0;
        jalr_address = 0;
        unique case(alu_operation)
            8'h01: alu_result = $signed(operand1) - $signed(operand2);
            8'h02: alu_result = $signed(operand1) + $signed(operand2);
            8'h1F: alu_result = $signed(operand1) * $signed(operand2);
            8'h20: alu_result = ($signed(operand1) * $signed(operand2)) >> 32;
            8'h21: alu_result = ($signed(operand1) * operand2) >> 32;
            8'h22: alu_result = (operand1 * operand2) >> 32;
            8'h23: begin
                if (operand2 == 0) 
                    alu_result = 0;
                else
                    alu_result = $signed(operand1) / $signed(operand2);
            end
            8'h24: begin
                if (operand2 == 0)
                    alu_result = 0;
                else
                    alu_result = operand1 / operand2; 
            end
            8'h25: begin
                if (operand2 == 0)
                    alu_result = 0;
                else
                    alu_result = $signed(operand1) % $signed(operand2); 
            end
            8'h26: begin
                if (operand2 == 0)
                    alu_result = 0;
                else
                    alu_result = operand1 % operand2; 
            end
            8'h03: alu_result = operand1 | operand2;
            8'h04: alu_result = operand1 ^ operand2;
            8'h05: alu_result = operand1 & operand2;
            8'h06: alu_result = operand1 << operand2[4:0];
            8'h07: alu_result = operand1 >> operand2[4:0];
            8'h08: alu_result = $signed(operand1) >>> operand2[4:0];
            8'h09: alu_result = $signed(operand1) < $signed(operand2) ? 32'd1:32'd0;
            8'h0A: alu_result = operand1 < operand2 ? 32'd1:32'd0;
            8'h0B, 
            8'h0C,
            8'h0D,
            8'h0E,
            8'h0F,
            8'h10, 
            8'h11,
            8'h12: alu_result = operand1 + operand2;
            8'h13: branch_taken = is_branch_instruction && (operand1 == operand2);
            8'h14: branch_taken = is_branch_instruction && (operand1 != operand2);
            8'h15: branch_taken = is_branch_instruction && (operand1 < operand2);
            8'h16: branch_taken = is_branch_instruction && (operand1 >= operand2);
            8'h17: branch_taken = is_branch_instruction && (operand1 < operand2);
            8'h18: branch_taken = is_branch_instruction && (operand1 >= operand2);
            8'h19: alu_result = pc + 4;
            8'h1A: begin 
                jalr_address = operand1 + operand2;
                alu_result = pc + 4;
            end
            8'h1B: alu_result = operand2 << 12;
            8'h1C: alu_result = (pc + (operand2 << 12));
            default: begin
                alu_result = 0;
                branch_taken = 0;
                jalr_address = 0;
            end
        endcase
    end
endmodule
```
**flow/run.sh**
```bash
#!/bin/bash
# OpenROAD 26Q1-2900-gdf79404cd8, Yosys 0.63+post, stock flow scripts
make -C /OpenROAD-flow-scripts/flow DESIGN_CONFIG=/design/flow/config.mk WORK_HOME=/design/flow/orfs finish
```
==> impl_metrics.csv <==
group,metric,value,unit
setup_path,crit_path_max_incr_delay,1.06,ns
pwr,switching_share,62.98,%
setup_path,worst_ep_required_time,311.36,ns
final_timing,tightest_slew,1.270,ns
synthesis,yosys-stat-cells,13580,
pwr,p_switching,0.0003457,W
floorplanning,die_area,235100,µm²
placement,dp_hpwl,389700,µm
routing,first_pass_iters,7,
routing,ant_nets,0,
clocking,post_cts_resized,0,
cells_and_area,clockBufferCount,0,
final_timing,finalSetupViolCount,0,
floorplanning,die_width,484.9,µm
routing,drc,0,
cells_and_area,syn2layout_area_growth,7.716,%
run,maxCapViolCount,0,
final_timing,min_period,262.36,ns
synthesis,synth_chip_area,93260,µm²
setup_path,critPathArrivalTime,184.52,ns
synthesis,synth_area,93260,µm²
run,warnings,100,
cells_and_area,final_core_util,43.53,%
final_timing,rsz0062_at_grt,"false",
final_timing,min_period_over_period,67.41,%
cells_and_area,final_area,100500,µm²
global_route,grt_pass1_vias,100200,
floorplanning,die.size.y,484.9,µm
setup_path,slowest_stage,"o41ai_1",
global_route,grt_max_degree,68,
final_timing,final_max_slew_viol_count,0,
placement,placed_area,100300,µm²
global_route,grtUsageTotal,41.14,%
synthesis,avgSynthCellArea,6.870,µm²
synthesis,yosys_warnings,1,
placement,gp_congestion,1.153,
floorplanning,core_area,230800,µm²
setup_path,crit_path_start,"operand2[0]",
floorplanning,io_pins,168,
placement,dp_slack,129.65,ns
final_timing,final_hold_viol_count,0,
cells_and_area,layout-drive-gt1-share,6.989,%
final_timing,fmax,0.003812,GHz
pwr,p_int,0.0002031,W
pwr,vdd_drop_max,0.02303,mV
setup_path,end_kind,"output pin",
routing,drt_iter0_drc,11050,
synthesis,yosysSeqAreaShare,0,%
cells_and_area,flops,0,
setup_path,worst_setup_path_start_kind,"input port",
routing,via_per_inst,6.414,
setup_path,crit_type,"in -> out",
global_route,grt-ovfl-total,0,
global_route,grt_pass1_wl,698100,µm
cells_and_area,seqCellArea,0,µm²
cells_and_area,nFillCells,24190,
final_timing,setup_slack,126.85,ns
routing,vias,107100,
routing,avgRoutedWirePerCell,29.06,µm
status,status,"finished, final reports clean",
global_route,antenna_found_initial,51,
floorplanning,num_rows,176,
pwr,leakagePower,45.85,nW
worst_hold_path,hold_class,"in -> out",
routing,wl,485100,µm
final_timing,maxSlewHeadroom,14.80,%
floorplanning,fp-utilization,40.41,%
placement,io_buffers,168,
pwr,p_per_area,5.464,nW/µm²
synthesis,synth_cells,13580,
clocking,post_cts_buffers,0,
final_timing,tns,0,ns
clocking,postCtsHoldBufs,0,
synthesis,synth.distinct_cells,122,
setup_path,crit_path_max_fanout,44,
setup_path,cp-endpoint,"alu_result[10]",
==> critical path: cells and delay by family <==
family	cells	cell delay, ns
compound gates	200	57.92
xor+xnor	1	0.27
fa+ha+maj	33	10.23
buf+inv	28	7.42
mux	6	1.74
simple gates	85	28.64
==> cell families after synthesis <==
group,synth area share [%]
AND-OR/OR-AND,28.88
XOR/XNOR,9.681
adder cells (fa/ha/maj),27.55
buffers and inverters,6.281
multiplexers,3.290
other,0.008053
AND/OR/NAND/NOR,24.32
==> power by group through the flow <==
stage         sequential, W        clock [W]  combinational, W
CTS                       0                0          0.000529
global route              0  0.0000000000102          0.000592
==> how the worst min path moves through the flow <==
| stage | from | to | slack [ns] | cells past startpoint |
|---|---|---|---|---|
| after CTS | is_branch_instruction | branch_taken | 157.10 | 5 |
| after global routing | is_branch_instruction | branch_taken | 157.08 | 5 |
| final | is_branch_instruction | branch_taken | 157.11 | 5 |
==> synth_stat cells, drive strengths merged, types with 92 or more instances <==
cell type  count  share of area (%)
ha          1394                 19
xor2         314                2.9
nand4        169                1.2
nor3         458                2.5
buf          169               0.78
a31oi        182                1.2
fa           412                8.8
nor2        1464                5.9
nand2       1525                6.1
nand3        309                1.7
mux2         125                1.5
o31ai        139                1.1
clkbuf       414                1.7
o21ai        746                4.0
or3          142               0.95
mux2i        134                1.4
o21bai       118               0.95
nand2b       126               0.85
inv          926                3.7
a21o         384                3.1
xnor2        713                6.7
a21oi       1055                5.7
o211ai       124                1.0
and3         109               0.73
nor2b        141               0.95
o21a         302                2.4
or2           92               0.62
a211oi       120               0.99
==> stage by stage <==
| step | total power [W] | instances | hold slack [ns] |
|---|---|---|---|
| 2_1_floorplan | 0.0003538 | 13580 | 155.77 |
| 3_3_place_gp | 0.0005260 | 16650 | 157.11 |
| 3_5_place_dp | 0.0005249 | 16650 | 157.10 |
| 4_1_cts | 0.0005290 | 16650 | 157.10 |
| 5_1_grt | 0.0005919 | 16680 | 157.08 |
| 6_report | 0.0005489 | 16690 | 157.11 |
==> metal layers <==
metal	vias up	routed length, µm	global-route usage (%)
met5	-	179	0.08165
met4	26	42180	28.16
met3	1466	56460	12.69
met2	6151	196700	58.71
met1	50070	189600	53.12
li1	49350	-	-
==> cell type report <==
cell class                      instances  area, µm²  area share, %
Inverter                              952       3578          3.562
Antenna cell                           44      110.1         0.1096
Timing Repair Buffer                  627       5022          4.999
Tap cell                             3026       3786          3.769
Multi-Input combinational cell      12040      87960          87.56
==> cell usage in the layout (no fill, tap or decap), types with 142 or more instances in the layout <==
| cell | Yosys | final |
|---|---|---|
| inv_1 | 915 | 914 |
| nor3_1 | 451 | 443 |
| clkdlybuf4s50_1 | 0 | 145 |
| a21o_1 | 384 | 384 |
| xor2_1 | 314 | 314 |
| nand3_1 | 309 | 309 |
| a21oi_1 | 1050 | 1046 |
| xnor2_1 | 710 | 674 |
| o21a_1 | 302 | 302 |
| a31oi_1 | 181 | 180 |
| buf_4 | 2 | 463 |
| nand2_1 | 1525 | 1525 |
| o21ai_0 | 713 | 711 |
| fa_1 | 412 | 412 |
| ha_1 | 1394 | 1394 |
| nand4_1 | 164 | 164 |
| or3_1 | 142 | 142 |
| nor2_1 | 1458 | 1448 |
Power figures rest on the tool's default switching activity, not on a simulated workload.
